==> flow/design.v <==
module clock_divider (
    input  logic clk_in,   
    input  logic rst,      
    output logic clk_out   
);
    parameter DIV_FACTOR = 25_000_000;  
    logic [$clog2(DIV_FACTOR)-1:0] counter;
    always_ff @(posedge clk_in or posedge rst) begin
        if (rst) begin
            counter <= 0;
            clk_out <= 0;
        end else begin
            if (counter == DIV_FACTOR - 1) begin
                counter <= 0;
                clk_out <= ~clk_out;  
            end else begin
                counter <= counter + 1;
            end
        end
    end
endmodule
module display (
    input  logic [3:0] data_in,      
    output logic [6:0] segments      
);
    always_comb begin
        case (data_in)
            4'h0: segments = 7'b1000000;  
            4'h1: segments = 7'b1111001;  
            4'h2: segments = 7'b0100100;  
            4'h3: segments = 7'b0110000;  
            4'h4: segments = 7'b0011001;  
            4'h5: segments = 7'b0010010;  
            4'h6: segments = 7'b0000010;  
            4'h7: segments = 7'b1111000;  
            4'h8: segments = 7'b0000000;  
            4'h9: segments = 7'b0010000;  
            4'hA: segments = 7'b0001000;  
            4'hB: segments = 7'b0000011;  
            4'hC: segments = 7'b1000110;  
            4'hD: segments = 7'b0100001;  
            4'hE: segments = 7'b0000110;  
            4'hF: segments = 7'b0001110;  
            default: segments = 7'b1111111;  
        endcase
    end
endmodule
module ping_pong_buffer #(
    parameter int DATA_WIDTH = 8,
    parameter int BUFFER_SIZE = 16
) (
    input  logic                  clk,
    input  logic                  rst,
    input  logic                  write_en,
    input  logic [DATA_WIDTH-1:0] write_data,
    output logic                  write_full,
    input  logic                  read_en,
    output logic [DATA_WIDTH-1:0] read_data,
    output logic                  read_empty,
    output logic                  current_write_buffer,
    output logic                  current_read_buffer
);
    logic [DATA_WIDTH-1:0] buffer_a [0:BUFFER_SIZE-1];
    logic [DATA_WIDTH-1:0] buffer_b [0:BUFFER_SIZE-1];
    logic write_buffer;                         
    logic read_buffer;                          
    logic [$clog2(BUFFER_SIZE)-1:0] write_ptr;  
    logic [$clog2(BUFFER_SIZE)-1:0] read_ptr;   
    logic buffer_ready [1:0];                   
    assign current_write_buffer = write_buffer;
    assign current_read_buffer  = read_buffer;
    always_ff @(posedge clk or posedge rst) begin
        if (rst) begin
            write_buffer       <= 0;
            read_buffer        <= 0;
            write_ptr          <= 0;
            read_ptr           <= 0;
            buffer_ready[0]    <= 0;
            buffer_ready[1]    <= 0;
            write_full         <= 0;
            read_empty         <= 1;
            read_data          <= 0;
        end else begin
            if (write_en && !write_full) begin
                if (write_buffer == 0)
                    buffer_a[write_ptr] <= write_data;
                else
                    buffer_b[write_ptr] <= write_data;
                write_ptr <= write_ptr + 1;
                if (write_ptr == BUFFER_SIZE - 1) begin
                    buffer_ready[write_buffer] <= 1;  
                    write_full <= (buffer_ready[~write_buffer]);  
                    if (!buffer_ready[~write_buffer]) begin
                        write_buffer <= ~write_buffer;
                        write_ptr    <= 0;
                    end
                end
            end else if (write_full) begin
                if (!buffer_ready[~write_buffer]) begin
                    write_full   <= 0;
                    write_buffer <= ~write_buffer;
                    write_ptr    <= 0;
                end
            end
            if (read_en && !read_empty) begin
                if (read_buffer == 0)
                    read_data <= buffer_a[read_ptr];
                else
                    read_data <= buffer_b[read_ptr];
                read_ptr <= read_ptr + 1;
                if (read_ptr == BUFFER_SIZE - 1) begin
                    buffer_ready[read_buffer] <= 0;  
                    read_empty <= (buffer_ready[~read_buffer] == 0);  
                    if (buffer_ready[~read_buffer]) begin
                        read_buffer <= ~read_buffer;
                        read_ptr    <= 0;
                    end
                end
            end else if (read_empty) begin
                if (buffer_ready[read_buffer]) begin
                    read_empty <= 0;
                    read_ptr   <= 0;
                end else if (buffer_ready[~read_buffer]) begin
                    read_empty  <= 0;
                    read_buffer <= ~read_buffer;
                    read_ptr    <= 0;
                end
            end
        end
    end
endmodule
module top_ping_pong_buffer (
    input  logic        clk,
    input  logic        rst,
    input  logic [17:0] SW,                 
    output logic [6:0]  display_write,      
    output logic [6:0]  display_read,       
    output logic        buffer_write_active,  
    output logic        buffer_read_active,   
    output logic        buffer_full,        
    output logic        buffer_empty        
);
    logic write_en;
    logic read_en;
    logic [7:0] write_data;
    logic [7:0] read_data;  
    assign write_en   = SW[17];
    assign read_en    = SW[16];
    assign write_data = SW[7:0];
    logic write_full_internal;
    logic read_empty_internal;
    logic current_write_buffer;
    logic current_read_buffer;
    logic slow_clk;
    clock_divider clk_div_inst (
        .clk_in(clk),
        .rst(rst),
        .clk_out(slow_clk)
    );
    ping_pong_buffer ping_pong_inst (
        .clk                  (slow_clk),
        .rst                  (rst),
        .write_en             (write_en),
        .write_data           (write_data),
        .write_full           (write_full_internal),
        .read_en              (read_en),
        .read_data            (read_data), 
        .read_empty           (read_empty_internal),
        .current_write_buffer (current_write_buffer),
        .current_read_buffer  (current_read_buffer)
    );
    display display_write_inst (
        .data_in(write_data[3:0]),     
        .segments(display_write)
    );
    display display_read_inst (
        .data_in(read_data[3:0]),      
        .segments(display_read)
    );
    assign buffer_write_active = current_write_buffer;
    assign buffer_read_active  = current_read_buffer;
    assign buffer_full         = write_full_internal;
    assign buffer_empty        = read_empty_internal;
endmodule
==> flow/run.sh <==
#!/bin/bash
# OpenROAD 26Q1-2900-gdf79404cd8, Yosys 0.63+post, stock flow scripts
make -C /OpenROAD-flow-scripts/flow DESIGN_CONFIG=/design/flow/config.mk WORK_HOME=/design/flow/orfs finish
==> flow/config.mk <==
export PLATFORM = sky130hd
export DESIGN_NAME = top_ping_pong_buffer
export DESIGN_NICKNAME = top_ping_pong_buffer
export VERILOG_FILES = /design/flow/design.v
export SDC_FILE = /design/flow/constraint.sdc
export NUM_CORES = 4
export LEC_CHECK = 1
export CORE_UTILIZATION = 30
==> flow/constraint.sdc <==
current_design top_ping_pong_buffer

set clk_period 5.5
set clk_io_pct 0.2

create_clock -name clk0 -period $clk_period [get_ports {clk}]

set non_clock_inputs [all_inputs -no_clocks]
set_input_delay [expr $clk_period * $clk_io_pct] -clock clk0 $non_clock_inputs
set_output_delay [expr $clk_period * $clk_io_pct] -clock clk0 [all_outputs]
==> results.py <==
# Flow results
metrics = {
    "status": {
        "status": "complete, no violations",
    },
    "global_route": {
        "grt_pass1_vias": 4816,
        "grt_pass1_wl_mm": 26.9,
        "overflow": 0,
        "antenna_found_initial": 0,
        "grt_max_degree": 88,
        "gr-usage-all-layers_pct": 13.6,
    },
    "cells_and_area": {
        "final_area_mm2": 0.00852,
        "syn_to_final_growth_pct": 9.42,
        "drive_gt1_share_pct": 4.73,
        "final_cells": 964,
    },
    "floorplanning": {
        "fp-utilization_pct": 30.7,
        "die_w_um": 163,
        "design.core.area_mm2": 0.0253,
        "io_pins": 38,
        "rows": 58,
        "die-area_mm2": 0.0266,
        "chipHeight_um": 163,
    },
    "logic_synthesis": {
        "avgSynthCellArea_um2": 12.5,
        "ys.flops": 172,
        "ys_cells": 623,
        "synth.largest_area_cell": "edfxtp_1",
        "synth_seq_share_pct": 63.5,
        "synth_top_cell_by_count": "edfxtp_1",
        "synth_top_flop_cell": "edfxtp_1",
        "yosysUniqueCellTypes": 62,
        "syn_area_mm2": 0.00779,
        "yosys_warnings": 6,
        "yosysTopAreaCellShare_pct": 49.4,
        "common_cells": "edfxtp_1 (128), nand2_1 (50), nor2_1 (50)",
        "yosys-stat-area_mm2": 0.00779,
        "postSynthCellCount": 623,
        "synth_async_sr_flop_share_pct": 25.6,
        "edf_count": 128,
        "ys_top_cells_by_area": "edfxtp_1 (49%), dfrtp_1 (14%), ha_1 (3.4%)",
    },
    "clocking": {
        "cts_tree": "built",
        "root_buffer": "clkbuf_16",
        "clkLatencyLatePin_ns": 0.26,
        "clkTransAtPathRegs_ns": 0.07,
        "hold_buffers": 0,
        "cts-resized-gates": 0,
        "clock_path_buffers": 2,
        "cts_setup_buffers": 0,
        "ctsHtreeMaxLevel": 1,
        "cts_made_buffers": 3,
    },
    "worst_hold_path": {
        "hold_class": "reg2reg",
        "hp-start": "clk_div_inst.counter[22]$_DFF_PP0_",
        "hold_path_depth": 1,
        "min_to": "clk_div_inst.counter[22]$_DFF_PP0_",
    },
    "drt": {
        "ant_nets": 0,
        "first_pass_iters": 5,
        "route.met3.wl_mm": 1.30,
        "num_vias": 4921,
        "wl_per_cell_um": 17.5,
        "antenna_cells": 0,
        "routed_wl_mm": 16.9,
        "drt-initial-drc-count": 359,
        "met1_length_mm": 7.40,
        "via_per_inst": 5.10,
        "maxUsedRoutingLayer": "met4",
        "wl_met2_mm": 7.95,
        "drc": 0,
    },
    "final_timing": {
        "setup_tns_ns": 0,
        "hold_ws_ns": 0.478,
        "unconstrained_endpoints": 285,
        "relSlewSlack_pct": 28.9,
        "finalSetupViolations": 0,
        "maxSlewViolCount": 0,
        "rsz0062_at_grt": "no",
        "clock-skew-final_ns": 0.00456,
        "fin_crit_ns": 4.38,
        "min_period_over_period_pct": 79.6,
        "worstMarginPinSlew_ns": 1.06,
        "fmax_mhz": 228,
        "final-hold-violation-count": 0,
        "unclocked_regs": 146,
    },
    "critical_path": {
        "cp.arrival_ns": 3.28,
        "rr_startpoint": "clk_div_inst.counter[6]$_DFF_PP0_",
        "path_max_fanout": 37,
        "r2r-end": "clk_div_inst.counter[21]$_DFF_PP0_",
        "end_kind": "output port",
        "r2r_cells": 5,
        "worstSetupPathType": "in2out",
        "rrSetupSlack_ns": 3.69,
        "cp-start-kind": "input port",
        "cp.required_ns": 4.40,
    },
    "place": {
        "post-dp-hpwl_mm": 11.4,
        "placed_area_mm2": 0.00841,
        "io_buffers": 25,
        "dp_cells": 960,
        "routabilityCongestion": 0.868,
    },
    "power": {
        "p_leak_nw": 2.89,
        "vdd_ir_drop_max_v": 0.000195,
        "power.density_mw_per_mm2": 56.2,
    },
    "flow_run": {
        "drv_cap": 0,
        "tool_warnings": 53,
    },
}
-- sequential cells by signal (all words and copies together) (netlist names), 2 cells and up --
name	flops
ping_pong_inst.buffer_ready	2
ping_pong_inst.read_data	4
ping_pong_inst.read_ptr	4
ping_pong_inst.buffer_a	64
ping_pong_inst.buffer_b	64
ping_pong_inst.write_ptr	4
clk_div_inst.counter	25
-- final cells by class --
type / instances / area (um^2)
Timing Repair Buffer: 38 / 348
Sequential cell: 172 / 4950
Multi-Input combinational cell: 400 / 2630
Fill cell: 2463 / 16800
Tap cell: 330 / 413
Inverter: 20 / 75.1
Clock buffer: 3 / 75.1
Clock inverter: 1 / 30.0
-- cells by family after synthesis --
kind of cell	share of synthesized area, %
mux	2.97
simple gates	12.8
flops	63.5
buf+inv	2.72
xor+xnor	2.47
fa+ha+maj	3.37
compound gates	12.2
-- layout by cell type, fill, tap and decap left out, types with 3 or more instances in the layout --
master           instances
a211oi_1                 4
edfxtp_1               128
and2_1                  19
inv_1                   18
ha_1                    21
mux2i_1                 13
clkdlybuf4s50_1         25
nor2b_1                  6
mux2_2                   3
a31oi_1                  6
o221ai_1                 3
a21o_1                   3
mux4_2                   3
nand2b_1                11
xnor2_1                 17
nand4_1                  5
xor2_1                   5
o21ai_0                 26
and3_1                   7
and4_1                   3
nand2_1                 50
nor3_1                  12
nor2_1                  50
a22oi_1                 22
a21oi_1                 26
nor4_1                   6
a311oi_1                 3
a222oi_1                 5
nand3_1                 19
o31ai_1                  3
buf_4                   13
a22o_1                   5
a221oi_1                10
o22ai_1                  7
clkbuf_16                3
dfrtp_1                 42
-- metrics by stage --
step	util, %	setup slack, ns	power, W
2_1_floorplan	-	2.47	0.000236
3_3_place_gp	33.2	1.14	0.000275
3_5_place_dp	33.2	1.11	0.000275
4_1_cts	33.6	1.11	0.000485
5_1_grt	33.6	1.02	0.000499
6_report	33.6	1.12	0.000479
-- worst max-delay path, stage by stage --
cell and delay [ns]:
clkdlybuf4s50_1 0.46, buf_4 0.34, inv_1 0.16, ha_1 0.30, inv_1 0.05, mux4_2 0.45, clkdlybuf4s50_1 0.41
-- worst max-delay path by stage --
stage | end | from | slack (ns) | cells past startpoint
final | display_write[3] | SW[1] | 1.12 | 7
after global routing | display_write[3] | SW[1] | 1.02 | 7
after CTS | display_write[3] | SW[1] | 1.11 | 7
-- routing by layer --
layer	up-vias	GRT usage [%]
li1	2361	-
met1	2390	20.0
met2	153	21.1
met3	17	4.45
met4	0	1.91
met5	-	0
-- power breakdown --
group          internal [W]  switching [W]   total, W
combinational     0.0000243      0.0000378  0.0000621
clock              0.000145      0.0000642   0.000209
sequential         0.000208              0   0.000208
No activity file was given, so power comes from the tool's default toggle rates.
